==> design.v <==
`timescale 1ns / 1ps
module quest(output reg[7:0]A,
             output reg[7:0]B,
             output reg[7:0]C,
             output reg[7:0]D,
             output reg out,
             output reg [31:0]counter_value,
             input clk,
             input rst  );
reg [31:0] count;
reg [7:0] temp1;
reg [7:0] lx1,lx2,lxD,lx3,lx4;
initial
begin
count=32'd0;
end 
always @(posedge clk)
begin
       count<= count +1;
       counter_value <=count;
end
always@(counter_value)
begin
 A=counter_value[7:0];
 B=counter_value[15:8];
 C=counter_value[23:16];
 D=counter_value[31:24];
 end
always @(posedge clk)
begin  
  lx1 <= A | B;
  lx2 <= B & C;
  lxD <= D;
end
always @(posedge clk)
begin   
    lx3 <= lx2 ^ lxD;
    lx4 <= lx1;
end
always @(posedge clk)
 begin
 if( lx4 != lx3)
     begin
        out=1'b1;
     end
  else
         out=1'b0;
 end
endmodule
==> run.sh <==
#!/bin/bash
# OpenROAD 26Q1-2900-gdf79404cd8, Yosys 0.63+post, stock flow scripts
make -C /OpenROAD-flow-scripts/flow DESIGN_CONFIG=/design/flow/config.mk WORK_HOME=/design/flow/orfs finish
==> config.mk <==
export PLATFORM = sky130hd
export DESIGN_NAME = quest
export DESIGN_NICKNAME = quest
export VERILOG_FILES = /design/flow/design.v
export SDC_FILE = /design/flow/constraint.sdc
export NUM_CORES = 4
export LEC_CHECK = 1
export CORE_UTILIZATION = 30
==> constraint.sdc <==
current_design quest

set clk_period 7.3
set clk_io_pct 0.2

create_clock -name clk0 -period $clk_period [get_ports {clk}]

set non_clock_inputs [all_inputs -no_clocks]
set_input_delay [expr $clk_period * $clk_io_pct] -clock clk0 $non_clock_inputs
set_output_delay [expr $clk_period * $clk_io_pct] -clock clk0 [all_outputs]
==> results.toml <==
# yosys + openroad results
[floorplan]
io_pins = 67
coreArea_um2 = 10460
die_area_um2 = 11350
rows = 37
die_y_um = 106.5
die_w_um = 106.5
initial_core_util_pct = 31.32

[detailed_routing]
num_vias = 1748
drc = 0
dr.pass1.iters = 4
wirelength_um = 5217
vias_per_cell = 3.911
diodes = 0
wl_per_cell_um = 11.67
drtIter0Drc = 125
final_antenna_net_count = 0

[timing]
setup_viol = 0
max_slew.worst_pin.slew_ns = 0.5921
finalMaxSlewViolations = 0
maxSlewHeadroom_pct = 60.41
finalHoldViolCount = 0
post-route-min-period_ns = 2.724
fin_crit_sh_pct = 37.31
fin_tns_setup_ns = 0
rsz0062_at_grt = "false"
clock_skew_ns = 0.005681
timing.fmax_mhz = 367.1

[hold_path]
hold_class = "flop to flop"
worstHoldStart = "lx1[3]$_DFF_P_"

[clock_tree]
holdBufCountCts = 0
numCtsBuffers = 9
cts_tree = "yes"
cts_buffer_depth = 2
cts.sinks = 105
clk_pin_slew_ns = 0.09
htree_levels = 3
root_buffer = "clkbuf_8"
post_cts_buffers = 0
ctsResizeCount = 0
insertion_delay_ns = 0.35

[worst_setup_path]
cp.arrival_ns = 1.26
crit_slowest_cell = "clkdlybuf4s50_1"
startpoint = "counter_value[18]$_DFF_P_"
path_cells = "clkdlybuf4s50_1"
cp-start-kind = "flop"
crit_type = "flop to output port"
cp_max_fo = 3
cpPeakStageDelay_ns = 0.49
required_ns = 5.84
crit_buf_inv = 1
cp_top_family = "buffers and inverters"
endpoint_kind = "output port"
r2r_start = "count[0]$_DFF_P_"

[grt]
grt_usage_pct = 9.646
first_global_vias = 1613
antenna_found_initial = 0
grt_overflow = 0
grt_max_degree = 16
grt_pass1_wl_um = 8273

[place]
gp_congestion = 0.7883
portBuffers = 65
postPlaceCellArea_um2 = 3832
dp_hpwl_um = 3855

[pwr]
switching_share_pct = 19.70
leakage_nw = 1.669
powerDensity_nw_per_um2 = 219.1
pwr-share-clk_pct = 34.6
pwr-share-seq_pct = 65.4
intPower_mw = 0.7027
power_mw = 0.8752
switchingPower_mw = 0.1724
vdd_drop_max_uv = 72.65
combPwrFrac_pct = 0

[yosys]
syn_inst = 267
yosys-stat-cells = 267
synth.avg_cell_area_um2 = 12.27
synth-main-ff-cell = "dfxtp_1"
netlist_area_um2 = 3277
ys_seq_share_pct = 64.15
ys.flops = 105
edf_count = 0
yosysUniqueCellTypes = 26
yosysWarnings = 1
async_flop_share_pct = 0
ys_chip_area_um2 = 3277

[final_layout]
drive_gt1_share_pct = 9.968
lay_top_count = "dfxtp_1"
final_cell_mix = "105 x dfxtp_1, 65 x clkdlybuf4s50_1, 36 x xor2_1"
final_cell_area_um2 = 3995
area_delta_synth_final_pct = 21.92
post-route-util_pct = 38.18

[flow_run]
drv_cap = 0
log.warning_count = 26

[run_status]
status = "complete, no violations"
==> sequential cells by signal (all words and copies together) (netlist names) <==
register / flops
lx4: 8
lx2: 8
count: 32
lxD: 8
counter_value: 32
out: 1
lx3: 8
lx1: 8
==> through the flow <==
step	hold WS [ns]	cells	worst slack [ns]
after floorplan	0.3096	267	5.442
after global placement	0.3116	432	4.924
after detailed placement	0.3121	432	4.921
after CTS	0.3308	447	4.520
after global routing	0.3333	447	4.498
final	0.3300	447	4.576
==> worst register-to-register path, stage by stage, from the launching register on <==
cell	delay, ns
dfxtp_1	0.45
ha_1	0.28
nand3_1	0.12
or3_1	0.52
nor4_1	0.30
xor2_1	0.16
==> kinds of logic (layout without fill, tap and decap cells) <==
family                   after synthesis  after routing  synth area share, %
XOR/XNOR                              46             46                12.29
AND/OR/NAND/NOR                       74             74                14.51
adder cells (fa/ha/maj)                1              1               0.3818
flip-flops                           105            105                64.15
buffers and inverters                 41             85                8.667
==> power by group through the flow <==
| stage | clock network, mW | registers, mW | logic, mW |
|---|---|---|---|
| 4_1_cts | 0.314 | 0.572 | 0.000000742 |
| 5_1_grt | 0.340 | 0.572 | 0.000000742 |
| 6_report | 0.303 | 0.572 | 0.000000742 |
==> layer usage <==
metal / global-route usage [%] / part of all wire (%)
met4: 2.446 / 3.0
met2: 15.58 / 49
met1: 14.05 / 45
met5: 0 / 0
met3: 1.313 / 2.7
==> cells in the mapped netlist, types with 2 or more instances <==
library cell  instances  share of area, %
dfxtp_1             105                64
xor2_1               36               9.6
buf_4                32               7.3
nand2_1              10               1.1
nand3_1              10               1.5
xnor2_1              10               2.7
or2_2                 9               1.7
and2_1                8               1.5
nor2_1                6              0.69
nor4_1                6               1.1
inv_1                 5              0.57
nor4_2                5               1.9
and4_1                4               1.1
nor3_1                4              0.61
nand4_1               3              0.57
and3_1                2              0.38
buf_2                 2              0.31
nand3_2               2              0.61
==> worst paths after layout <==
kind,slack [ns],cells past startpoint,endpoint
max reg2reg,5.41,5,count[26]$_DFF_P_
max,4.58,1,C[2]
min,0.33,0,lx4[3]$_DFF_P_
min reg2reg,0.33,0,lx4[3]$_DFF_P_
==> area by class of cell <==
cell class                      count  area (um^2)
Inverter                            5        18.77
Sequential cell                   105         2102
Timing Repair Buffer               65        650.6
Tap cell                          136        170.2
Multi-Input combinational cell    121        890.9
Fill cell                        1001         6467
Clock inverter                      3        17.52
Clock buffer                       12        145.1
Power figures rest on the tool's default switching activity, not on a simulated workload.
