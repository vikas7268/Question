`flow/config.mk`:
```
export PLATFORM = sky130hd
export DESIGN_NAME = prob_6
export DESIGN_NICKNAME = prob_6
export VERILOG_FILES = /design/flow/design.v
export SDC_FILE = /design/flow/constraint.sdc
export NUM_CORES = 4
export LEC_CHECK = 1
export CORE_AREA = 10 10 114 114
export DIE_AREA = 0 0 124 124
```
`flow/constraint.sdc`:
```
current_design prob_6

set clk_period 1.1
set clk_io_pct 0.2

create_clock -name clk0 -period $clk_period [get_ports {clk}]

set non_clock_inputs [all_inputs -no_clocks]
set_input_delay [expr $clk_period * $clk_io_pct] -clock clk0 $non_clock_inputs
set_output_delay [expr $clk_period * $clk_io_pct] -clock clk0 [all_outputs]
```
`flow/run.sh`:
```
#!/bin/bash
# OpenROAD 26Q1-2900-gdf79404cd8, Yosys 0.63+post, stock flow scripts
make -C /OpenROAD-flow-scripts/flow DESIGN_CONFIG=/design/flow/config.mk WORK_HOME=/design/flow/orfs finish
```
`flow/design.v`:
```
`timescale 1ns / 1ps
module prob_6(input [7:0]A,
              input [7:0]B,
 input [7:0]C,
 input [7:0]D,
 input clk,
 output reg out);
 reg [7:0] L12_X1,L12_X2,L12_D,L23_X3,L23_X4;
 always @(posedge clk)
begin
L12_X1 <= B & C;      
L12_X2 <= A | B;
L12_D <= D;
end
always @(posedge clk)
     begin
         L23_X3 <= L12_X1 ^ L12_D;    
         L23_X4 <= L12_X2;
     end
always @(posedge clk)
     begin
        if(L23_X4 != L23_X3)
            out <= 1;
        else
            out<=0;
     end
endmodule 
```
==> reports/summary.json <==
{
  "outcome": "complete, no violations",
  "period_minus_slack_ns": 1.033,
  "floorplan.io_pins": 34,
  "diodes": 0,
  "first_global_vias": 613,
  "critical_path.startpoint": "out",
  "vias": 586,
  "post_synth_num_cell_types": 6,
  "post-dp-hpwl_um": 1493,
  "crit_path_max_incr_delay_ns": 0.30,
  "post_drt_via_cell_ratio": 2.316,
  "route.detailed.drc": 0,
  "setup.reg_to_reg.worst_slack_ns": 0.10,
  "critPathTopFamily": "flip-flops",
  "log.warning_count": 25,
  "criticalPathCategory": "register to output pin",
  "placement_rows": 37,
  "final_cells": 253,
  "chip_area_mm2": 0.01538,
  "seqPwrFrac_pct": 53.3,
  "grt_busiest_layer": "met2",
  "crit_chain": "dlygate4sd2_1",
  "hold_viol": 0,
  "grt.met2_usage_pct": 4.371,
  "start_kind": "register",
  "yosysChipArea_mm2": 0.001077,
  "max_slew.worst_pin.slew_ns": 0.2960,
  "worst-r2r-cell-count": 3,
  "critical_path_buf_inv_count": 1,
  "globalRouteTotalUtil_pct": 2.434,
  "worstSetupPathDepth": 1,
  "detailedRoute.firstPassIterationCount": 2,
  "peakVddDrop_mv": 0.5929,
  "grt_setup_unrepaired": "no",
  "cts_max_level": 2,
  "postCtsHoldBufs": 0,
  "core_area_mm2": 0.01042,
  "finish.utilization_pct": 16.31,
  "final_max_slew_viol_count": 0,
  "layout.cells.most_common_list": "dfxtp_1 (41), clkdlybuf4s50_1 (32), xor2_1 (16), or2_2 (8), and2_1 (8)",
  "mappedNetlistArea_mm2": 0.001077,
  "layout_top_cell": "dfxtp_1",
  "critical_path_required_ns": 0.88,
  "cts_inserted_buffers": 5,
  "fin_skew_ns": 0.003293,
  "place_congestion": 0.7019,
  "fmaxAchievable_ghz": 0.9680,
  "power_per_cell_area_mw_per_mm2": 1780,
  "finish.instance_area_mm2": 0.001699,
  "report.final.setup_viol": 0,
  "final_layout_size_suffix_gt1_share_pct": 13.68,
  "first_iter_violations": 8,
  "detailed_route_wl_um": 1813,
  "yosys-stat-cells": 76,
  "grt_antenna_before_repair": 0,
  "critical_path.endpoint_type": "output pin",
  "chipHeight_um": 124,
  "switching_share_pct": 18.48,
  "seq_area_frac_synth_pct": 76.19,
  "min-delay-path-class": "register to register",
  "use_met1_pct": 2.512,
  "net-switching-power_mw": 0.5590,
  "numPortBuffers": 33,
  "areaGrowthSynthToFinish_pct": 57.72,
  "power.share.clock_pct": 40.1,
  "layout_setup_ws_ns": 0.06690,
  "clk-insertion-delay-late_ns": 0.28,
  "timing.final.crit_share_pct": 93.92,
  "worst_setup_hold_path_clk_slew_ns": 0.07,
  "max_cap_viol_count": 0,
  "die_w_um": 124,
  "grt_first_pass_wirelength_um": 2849,
  "post_dp_cell_area_mm2": 0.001578,
  "last_element_of_the_critical_path": "out",
  "tritoncts": "yes",
  "cellInternalPower_mw": 2.465,
  "root_buffer": "clkbuf_8",
  "synth.ff_latch_count": 41,
  "yosys_warnings": 1,
  "average_routed_wire_per_standard_cell_um": 7.166,
  "floorplan.initialDensity_pct": 10.34,
  "postCtsSetupBuffers": 0,
  "grt_use_met3_pct": 1.194,
  "cp_max_fo": 1,
  "power_frac_comb_pct": 6.6,
  "max-clock-path-buffers": 2,
  "cts_sinks": 41,
  "slew-limit-headroom_pct": 80.10,
  "antenna_violation_net_count_after_detailed_routing": 0,
  "placedCellCount": 245,
  "grt_overflow_total": 0,
  "p_leak_nw": 0.6400,
  "syn-mean-instance-area_um2": 14.17,
  "min_delay_path_depth": 0,
  "grt_max_degree": 13,
  "worst-endpoint-arrival_ns": 0.81,
  "r2r_end": "out",
  "place_worst_setup_slack_ns": -0.1156,
  "synth_cells": 76,
  "cp_slowest_cell": "dfxtp_1",
  "r2r-start": "L23_X3[3]"
}
[cell type report]
cell class              instances  area (µm²)
multi-input cells              35       262.8
clock buffers                   7       86.33
fillers                      1136        8717
flip-flops and latches         41       820.8
repair buffers                 33       329.1
clock inverters                 1       30.03
well taps                     136       170.2
[through the flow]
step                hold WS [ns]  power (mW)  TNS [ns]
floorplan                 0.2477       1.708         0
global placement          0.3124       1.845   -0.1338
detailed placement        0.3121       1.850   -0.1156
CTS                       0.3308       3.103         0
global route              0.3326       3.181         0
finish                    0.3286       3.024         0
[cell usage after synthesis]
cell,instances,area (µm²)
dfxtp_1,41,820.8
xor2_1,16,140.1
and2_1,8,50.05
or2_2,8,50.05
nor4_1,2,12.51
nand2_1,1,3.750
[worst min-delay path by stage]
stage / slack [ns] / end / start
CTS: 0.33 / L23_X4[3] / L12_X2[3]
global route: 0.33 / L23_X4[3] / L12_X2[3]
finish: 0.33 / L23_X4[3] / L12_X2[3]
[timing repair]
| item | CTS | global route |
|---|---|---|
| hold endpoints to repair | 0 | 0 |
| gates resized | 2 | 0 |
| endpoints found under the setup margin | 2 | 0 |
[cells by family after synthesis]
group | Yosys count | synth area share (%)
AND/OR/NAND/NOR | 19 | 10.80
XOR/XNOR | 16 | 13.01
flip-flops | 41 | 76.19
[sequential cells by signal (all words and copies together) (netlist names)]
register and count:
L12_X2 8, L12_X1 8, L23_X3 8, out 1
L23_X4 8, L12_D 8
[metal layers]
| metal | part of all wire [%] | vias up |
|---|---|---|
| li1 | - | 312 |
| met2 | 55 | 18 |
| met5 | 0 | - |
| met1 | 37 | 252 |
| met4 | 1.6 | 0 |
| met3 | 6.3 | 4 |
[power groups by stage]
stage / Combinational [mW] / Clock [mW] / Sequential (mW)
after CTS: 0.208 / 1.28 / 1.61
after global routing: 0.223 / 1.34 / 1.62
final: 0.199 / 1.21 / 1.61
Power is estimated from default activity; no workload was simulated.
