<file path="design/flow/design.v">
`timescale 1ns / 1ps
module counter(input clk,
               input reset,
  output reg[7:0] A, B, C, D);
reg [31:0] count;
always@(posedge clk)
begin
if(reset==1)
count <=32'b0;
else
begin
        count <=count+1;  
    A <= count[7:0];
B <= count[15:8];
C <= count[23:16];
D <= count[31:24];
end
end
endmodule
</file>
<file path="design/flow/run.sh">
#!/bin/bash
# OpenROAD 26Q1-2900-gdf79404cd8, Yosys 0.63+post, stock flow scripts
make -C /OpenROAD-flow-scripts/flow DESIGN_CONFIG=/design/flow/config.mk WORK_HOME=/design/flow/orfs finish
</file>
<file path="design/flow/config.mk">
export PLATFORM = sky130hd
export DESIGN_NAME = counter
export DESIGN_NICKNAME = counter
export VERILOG_FILES = /design/flow/design.v
export SDC_FILE = /design/flow/constraint.sdc
export NUM_CORES = 4
export LEC_CHECK = 1
export CORE_UTILIZATION = 40
</file>
<file path="design/flow/constraint.sdc">
current_design counter

set clk_period 4.8
set clk_io_pct 0.2

create_clock -name clk0 -period $clk_period [get_ports {clk}]

set non_clock_inputs [all_inputs -no_clocks]
set_input_delay [expr $clk_period * $clk_io_pct] -clock clk0 $non_clock_inputs
set_output_delay [expr $clk_period * $clk_io_pct] -clock clk0 [all_outputs]
</file>
==> metrics.cfg <==
[final_layout]
seq_area_mm2=0.00160
final_layout_size_suffix_gt1_share_pct=7.85
fillers=502
final_common_cell=clkdlybuf4s50_1
fin_cells=314
combGateArea_um2=758
final_util_pct=52.8
final_cell_mix=33 x clkdlybuf4s50_1, 32 x edfxtp_1, 32 x dfxtp_1
syn2layout_area_growth_pct=23.6

[global_route]
grt_max_degree=36
grt_pass1_vias=1448
grt_overflow_total=0
grt_pass1_wl_mm=6.75
grt.total_usage_pct=14.3
antenna_found_initial=0

[drt]
drt_iter0_drc=110
drc=0
num_antenna_cells=0
drtAntennaViolNets=0
routedWlPerCell_um=13.2
drt-total-wl_mm=4.14
viasPerCell=5.28
vias=1658
firstDrtPassIters=4

[synth]
synthCells=201
ys_ff=64
synth.distinct_cells=28
ys_warn_count=1
yosysChipArea_mm2=0.00242
ff_type=edfxtp_1
synthArstFlopShare_pct=0
ys_cells=201
edf_count=32
syn_area_per_cell_um2=12.1
syn_area_mm2=0.00242
yosysSeqAreaShare_pct=66.1

[clocking]
cts_num_sinks=64
holdBufCountCts=0
ctsResizeCount=0
clockBufferDepth=2
cts_buffers=9
clk_pin_slew_ns=0.06
clock_latency_ns=0.33
cts_tree=yes
h-tree-depth=3
root_buffer=clkbuf_8
post-cts-setup-buffers=0

[sta]
fin_tns_setup_ns=0
finalCritPeriodShare_pct=50.9
tightestPinTransition_ns=0.586
slew_viol_final=0
hold_ws_ns=0.452
hold_violations=0
slew-limit-headroom_pct=60.9
fin_worst_skew_ns=0.00838
setup_viol=0
max_freq_ghz=0.409
rsz0062_at_grt=no
period_needed_ns=2.45

[power_and_ir_drop]
pwr-share-comb_pct=3.1
power.total_mw=1.05
swShare_pct=19.7
p_int_mw=0.840
p_sw_mw=0.206
clockPowerShare_pct=40.5
powerDensity_mw_per_mm2=349
p_seq_share_pct=56.4
p_leak_nw=0.964
ir_worst_vdd_mv=0.271

[worst_setup_path]
cp-end-kind=register
cp_max_fo=35
criticalPathCategory=in -> reg
crit_buf_inv=4
max_stage_delay_ns=0.48
critical_path.top_delay_family=buffers and inverters
worstPathArrival_ns=2.46
start_kind=input port
path_cells=clkdlybuf4s50_1 -> buf_4 -> inv_1 -> buf_4
cpMostUsedCell=buf_4
crit_path_top_delay_cell=inv_1
required_ns=4.82

[floorplanning]
dieArea_mm2=0.00637
die_w_um=79.8
core_area_mm2=0.00568
die_h_um=79.8
initCoreUtil_pct=42.7
ios=34
num_rows=27

[place]
portBuffers=33
gp_congestion=0.745
dp_cells=298
hpwlAfterDp_mm=2.51

[job]
tool_warnings=25
cap_violations=0

[hold_path]
hold_path_class=reg -> reg

[run_status]
status=finished, final reports clean

sequential cells by signal (all words and copies together), names as in the netlist:
| signal | count |
|---|---|
| A | 8 |
| B | 8 |
| C | 8 |
| D | 8 |
| count | 32 |
synthesized netlist by cell type (2+ instances only):
cell type | n | area (um^2)
a21oi_1 | 17 | 85.1
and4_1 | 3 | 26.3
buf_2 | 5 | 25.0
clkbuf_1 | 5 | 18.8
dfxtp_1 | 32 | 641
edfxtp_1 | 32 | 961
inv_1 | 5 | 18.8
mux2_2 | 3 | 33.8
nand2_1 | 11 | 41.3
nand3_1 | 8 | 40.0
nand4_1 | 6 | 37.5
nor2_1 | 13 | 48.8
nor2b_1 | 4 | 25.0
nor3_1 | 2 | 10.0
nor4_1 | 3 | 18.8
o21ai_0 | 6 | 30.0
o31ai_1 | 11 | 82.6
or3_1 | 6 | 37.5
or4_1 | 13 | 97.6
xnor2_1 | 5 | 43.8
xor2_1 | 4 | 35.0
metrics by stage:
| step | instance area [um^2] | worst slack, ns |
|---|---|---|
| 6_report | 2990 | 2.35 |
| 4_1_cts | 2990 | 2.32 |
| 3_3_place_gp | 2810 | 2.01 |
| 5_1_grt | 2990 | 2.26 |
| 3_5_place_dp | 2810 | 1.97 |
| 2_1_floorplan | 2420 | 2.43 |
kinds of logic (layout without fill, tap and decap cells):
logic type | Yosys count | after routing | share of synthesized area, %
adders and majority gates | 1 | 1 | 0.516
muxes | 3 | 3 | 1.39
xor gates and xnor gates | 9 | 9 | 3.25
and+or+nand+nor | 73 | 73 | 17.3
AOI/OAI and AO/OA | 36 | 36 | 8.83
DFF | 64 | 64 | 66.1
buffers and inverters | 15 | 56 | 2.58
power groups by stage:
stage	clock, mW	sequential (mW)	combinational [mW]
global route	0.463	0.591	0.0357
finish	0.423	0.590	0.0322
CTS	0.435	0.590	0.0330
worst paths after layout:
path | start | endpoint | slack (ns) | depth (start not counted)
setup / recovery | reset | B[2]$_DFFE_PN_ | 2.35 | 4
hold / removal | count[31]$_SDFF_PP0_ | D[7]$_DFFE_PN_ | 0.45 | 0
setup reg to reg | count[13]$_SDFF_PP0_ | count[31]$_SDFF_PP0_ | 2.48 | 4
hold reg to reg | count[31]$_SDFF_PP0_ | D[7]$_DFFE_PN_ | 0.45 | 0
routing by layer:
| metal | part of all wire [%] | global-route usage [%] |
|---|---|---|
| met4 | 0.80 | 1.61 |
| met1 | 49 | 22.8 |
| met3 | 5.5 | 4.64 |
| met5 | 0 | 0 |
| met2 | 45 | 21.1 |
cell type report:
type	count	share of cell area (%)
flip-flops and latches	64	53.5
multi-input cells	122	25.3
repair buffers	35	11.5
clock buffers	11	4.39
well taps	72	3.01
clock inverters	5	1.63
inverters	5	0.627
Power is estimated from default activity; no workload was simulated.
